--- design/flow/constraint.sdc ---
current_design Rx

set clk_period 4.9
set clk_io_pct 0.2

create_clock -name clk0 -period $clk_period [get_ports {CLOCK_50}]

set non_clock_inputs [all_inputs -no_clocks]
set_input_delay [expr $clk_period * $clk_io_pct] -clock clk0 $non_clock_inputs
set_output_delay [expr $clk_period * $clk_io_pct] -clock clk0 [all_outputs]
--- design/flow/run.sh ---
#!/bin/bash
# OpenROAD 26Q1-2900-gdf79404cd8, Yosys 0.63+post, stock flow scripts
make -C /OpenROAD-flow-scripts/flow DESIGN_CONFIG=/design/flow/config.mk WORK_HOME=/design/flow/orfs finish
--- design/flow/design.v ---
module Rx (KEY, CLOCK_50, SW, GPIO, LEDR, HEX0, HEX1, HEX2, HEX3, HEX4, HEX5);
    input [1:0] KEY;       
    input [9:0] SW;        
    input CLOCK_50;
    inout GPIO;    
    output [9:0] LEDR;
    output [0:6] HEX0, HEX1, HEX2, HEX3, HEX4, HEX5;
    wire [1:0] dest_id;
    wire [1:0] src_id;
    wire [127:0] payload;
    wire frame_valid;
    wire crc_error;
	reg [4:0] clk_div;
	always @(posedge CLOCK_50)
	    clk_div <= clk_div +1;
    reg invalid_packet;
    rx_receiver receiver (.clk(clk_div[4]), .rst_n(KEY[0]), .rx_line(GPIO), .dest_id(dest_id), 
        .src_id(src_id), .payload(payload), .frame_valid(frame_valid), .crc_error(crc_error));
    always @(posedge CLOCK_50 or negedge KEY[0]) begin
        if (!KEY[0])
            invalid_packet <= 1'b0;
        else if (frame_valid) begin
            if (dest_id != SW[9:8])
                invalid_packet <= 1'b1;
            else
                invalid_packet <= 1'b0;
        end
    end
    reg [7:0] display_byte;  
    always @(*) begin
        case (SW[3:0])
            4'd15: display_byte = payload[127:120]; 
				4'd14: display_byte = payload[119:112];
				4'd13: display_byte = payload[111:104];
				4'd12: display_byte = payload[103:96];
				4'd11: display_byte = payload[95:88];
				4'd10: display_byte = payload[87:80];
				4'd9: display_byte = payload[79:72];
				4'd8: display_byte = payload[71:64];
				4'd7: display_byte = payload[63:56];
				4'd6: display_byte = payload[55:48];
				4'd5: display_byte = payload[47:40];
				4'd4: display_byte = payload[39:32];
				4'd3: display_byte = payload[31:24];
				4'd2: display_byte = payload[23:16];
				4'd1: display_byte = payload[15:8];
				4'd0: display_byte = payload[7:0]; 
            default: display_byte = 8'h00;
        endcase
    end
    hex_decoder Display0 (.A(display_byte[3:0]), .HEX(HEX0));  
    hex_decoder Display1 (.A(display_byte[7:4]), .HEX(HEX1));  
    hex_decoder Display2 (.A({2'b00, dest_id}), .HEX(HEX2));
    hex_decoder Display3 (.A({2'b00, src_id }), .HEX(HEX3));
    assign HEX4 = 7'b1111111;
    assign HEX5 = 7'b1111111;
    assign LEDR[0] = frame_valid;
    assign LEDR[1] = crc_error;
    assign LEDR[2] = invalid_packet;
    assign LEDR[9:3] = 7'd0;
endmodule
module crc8_serial (clk, rst_n, clear, data_in, enable, crc_out);
    input wire clk; 
    input wire rst_n; 
    input wire clear; 
    input wire data_in; 
    input wire enable;
    output reg [7:0] crc_out;
    wire feedback;
    assign feedback = crc_out[7] ^ data_in;
    always @(posedge clk or negedge rst_n) begin
        if (!rst_n) 
            crc_out <= 8'd0;
        else begin
            if (clear) 
                crc_out <= 8'd0;
            else if (enable) begin
                if (feedback)
                    crc_out <= {crc_out[6:0], 1'b0} ^ 8'h07;
                else
                    crc_out <= {crc_out[6:0], 1'b0};
            end
        end
    end
endmodule
`timescale 1ns/10ps
module hex_decoder (A, HEX);
	input [3:0] A;
	output reg [0:6] HEX;
	always @(A)
	begin
		case (A)
			4'h0: HEX = 7'b0000001;  
			4'h1: HEX = 7'b1001111;  
			4'h2: HEX = 7'b0010010;  
			4'h3: HEX = 7'b0000110;  
			4'h4: HEX = 7'b1001100;  
			4'h5: HEX = 7'b0100100;  
 			4'h6: HEX = 7'b0100000;  
			4'h7: HEX = 7'b0001101;  
			4'h8: HEX = 7'b0000000;  
 			4'h9: HEX = 7'b0001100;  
			4'ha: HEX = 7'b0001000;  
			4'hb: HEX = 7'b1100000;  
			4'hc: HEX = 7'b0110001;  
			4'hd: HEX = 7'b1000010;  
			4'he: HEX = 7'b0110000;  
			4'hf: HEX = 7'b0111000;  
		default: HEX = 7'b1111111;  
		endcase
	end
endmodule
module rx_receiver (clk, rst_n, rx_line, dest_id, src_id, payload, frame_valid, crc_error);
    input clk;
    input rst_n;
    input rx_line;      
    output reg [1:0] dest_id;
    output reg [1:0] src_id;   
    output reg [127:0] payload;      
    output reg frame_valid;   
    output reg crc_error;     
    localparam WAIT_PREAMBLE = 3'd0;
    localparam WAIT_SFD = 3'd1;
    localparam HEADER = 3'd2;
    localparam PAYLOAD = 3'd3;
    localparam RECIVED_CRC = 3'd4;
    localparam [15:0] PREAMBLE_PATTERN = 16'b1010101010101010;
    localparam [7:0] SFD_PATTERN = 8'b10101011;
    reg [2:0] state;
    reg [15:0] preamble_shift;
    reg [7:0]  sfd_shift;
    reg [7:0] header;
    reg [7:0] crc_received;
    reg [2:0] bit_cnt;           
    reg [7:0] data_bit_cnt;      
    reg [3:0] length;            
    wire [7:0] payload_bit_len;   
    assign payload_bit_len = (length + 1) << 3; 
    wire [15:0] preamble_shift_next = {preamble_shift[14:0], rx_line};
    wire [7:0] sfd_shift_next = {sfd_shift[6:0], rx_line};
    wire [7:0] header_next = {header[6:0], rx_line};
    wire [7:0] crc_received_next = {crc_received[6:0], rx_line};
    wire [127:0] payload_next = {payload[126:0], rx_line};
    wire crc_enable; 
    reg crc_clear;
    wire [7:0] crc_computed;
    assign crc_enable = (state == PAYLOAD);
    crc8_serial crc_recived (.clk(clk), .rst_n(rst_n), .clear(crc_clear), 
    .data_in(rx_line), .enable(crc_enable), .crc_out(crc_computed));
    always @(posedge clk or negedge rst_n) begin
        if (!rst_n) begin
            state <= WAIT_PREAMBLE;
            preamble_shift <= 16'd0;
            sfd_shift <= 8'd0;
            header <= 8'd0;
            crc_received <= 8'd0;
            bit_cnt <= 3'd0;
            data_bit_cnt <= 8'd0;
            dest_id <= 2'd0;
            src_id <= 2'd0;
            length <= 4'd0;
            payload <= 128'd0;
            frame_valid <= 1'b0;
            crc_error <= 1'b0;
            crc_clear <= 1'b1;    
        end
        else begin
            crc_clear <= 1'b0;
            case (state)
                WAIT_PREAMBLE: begin
                    crc_clear <= 1'b1;
                    preamble_shift <= preamble_shift_next;
                    if (preamble_shift_next == PREAMBLE_PATTERN) begin
                        state <= WAIT_SFD;
                        sfd_shift <= 8'd0;
                    end
                end
                WAIT_SFD: begin
                    crc_clear <= 1'b1;
                    sfd_shift <= sfd_shift_next;
                    if (sfd_shift_next == SFD_PATTERN) begin
                        state <= HEADER;
                        bit_cnt <= 3'd0;
                        header <= 8'd0;
                        end
                end     
                HEADER: begin  
                    header <= header_next;
                    bit_cnt <= bit_cnt + 1;
                    if (bit_cnt == 3'd7) begin
                        dest_id <= header_next[7:6];
                        src_id  <= header_next[5:4];
                        length  <= header_next[3:0];
                        data_bit_cnt <= 8'd0;
                        payload      <= 128'd0;
                        state        <= PAYLOAD;
                    end
                end
                PAYLOAD: begin
                    payload      <= payload_next;
                    data_bit_cnt <= data_bit_cnt + 1;
                    if (data_bit_cnt == (payload_bit_len - 1)) begin
                        state        <= RECIVED_CRC;
                        bit_cnt      <= 3'd0;
                        crc_received <= 8'd0;
                    end
                end
                RECIVED_CRC: begin
                    crc_received <= crc_received_next;
                    bit_cnt      <= bit_cnt + 1;
                    if (bit_cnt == 3'd7) begin
                        if (crc_received_next == crc_computed) begin
                            frame_valid <= 1'b1;    
                            crc_error   <= 1'b0;
                        end
                        else begin
                            frame_valid <= 1'b0;
                            crc_error   <= 1'b1;    
                        end
                        state          <= WAIT_PREAMBLE;
                        preamble_shift <= 16'd0;
                        sfd_shift      <= 8'd0;
                        data_bit_cnt   <= 8'd0;
                    end
                end
                default: state <= WAIT_PREAMBLE;
            endcase
        end
    end
endmodule
--- design/flow/config.mk ---
export PLATFORM = sky130hd
export DESIGN_NAME = Rx
export DESIGN_NICKNAME = Rx
export VERILOG_FILES = /design/flow/design.v
export SDC_FILE = /design/flow/constraint.sdc
export NUM_CORES = 4
export LEC_CHECK = 1
export CORE_UTILIZATION = 40
==> job_summary.md <==
### Metrics collected by this job

| Metric | Value |
|---|---|
| Row cnt | `around 57` |
| Status | `did not finish` |
| Yosys cell count | `918` |
| Tally of yosys warning messages | `4` |
| Number of post-CTS setup repair buffers | `0` |
| Cell area after synthesis | `10,160 um^2` |
| Largest net degree at the start of global routing | `131` |
| HPWL reported at the end of detailed placement | `16,150 um` |
| TritonCTS Buffers | `3` |
| Count of endpoints without a timing constraint | `214` |
| IO buf count | `36` |
| CTS Root Buffer Type | `sky130_fd_sc_hd__clkbuf_16` |
| Asr flop ratio synth | `0.9756` |
| Core Util at FP | `0.4129` |
| CTS Hold Bufs | `0` |
| Count of unclocked register or latch pins | `199` |
| Tool Error | `[ERROR RSZ-0074] Failed to build tree from global routes for pin 'GPIO' and net 'GPIO' at grid (155250, 44850): found route to 11 pins, expected 10` |
| Most used flip-flop cell after synthesis | `sky130_fd_sc_hd__dfrtp_1` |
| Die X | `161.4 um` |
| I/O pins | `around 66` |
| Post-place setup slack | `-0.08497 ns` |
| Halt Stage | `global routing` |
| Syn_area_per_cell | `11.07 um^2` |
| YS chip area | `just over 10,000 um^2` |
| Cell total after placement | `1,249` |
| Synth cell types | `80` |
| Largest buffer count on any clock path | `2` |
| Number of enable-type register cells in the synthesized netlist | `0` |
| Height of the die | `161.4 um` |
| H-tree level count | `1` |
| Post-synthesis register bit count | `205` |
| Final Wtd Congestion | `0.9172` |
| Number of instances in the synthesized netlist | `roughly 920` |
| Portion of the post-synthesis area used by sequential elements | `0.5028` |
## stage by stage
step	TNS [ns]	area, um^2
after floorplan	0	10240
after global placement	-0.07898	10910
after CTS	0	11000
after detailed placement	-0.1248	10910
## kinds of logic after synthesis
kind of cell	synth area share
other	0.0007393
adders and majority gates	0.02217
DFF	0.5028
muxes	0.05924
xor gates and xnor gates	0.02069
AOI/OAI and AO/OA	0.2268
buffers and inverters	0.06503
and+or+nand+nor	0.1026
## Yosys cell counts (7+ instances only)
master / instances / share of area
sky130_fd_sc_hd__a31oi_1: 9 / 0.0055
sky130_fd_sc_hd__mux2_2: 14 / 0.016
sky130_fd_sc_hd__a22oi_1: 11 / 0.0081
sky130_fd_sc_hd__clkbuf_1: 41 / 0.015
sky130_fd_sc_hd__nand3_1: 29 / 0.014
sky130_fd_sc_hd__buf_6: 7 / 0.0078
sky130_fd_sc_hd__dfrtp_1: 198 / 0.49
sky130_fd_sc_hd__inv_1: 22 / 0.0081
sky130_fd_sc_hd__o21ai_0: 31 / 0.015
sky130_fd_sc_hd__xnor2_1: 18 / 0.016
sky130_fd_sc_hd__nor3_1: 8 / 0.0039
sky130_fd_sc_hd__and3_1: 7 / 0.0043
sky130_fd_sc_hd__a22o_1: 150 / 0.13
sky130_fd_sc_hd__nor2b_1: 12 / 0.0074
sky130_fd_sc_hd__nor2_1: 35 / 0.013
sky130_fd_sc_hd__a21oi_1: 14 / 0.0069
sky130_fd_sc_hd__mux2i_1: 35 / 0.034
sky130_fd_sc_hd__ha_1: 18 / 0.022
sky130_fd_sc_hd__buf_4: 33 / 0.024
sky130_fd_sc_hd__buf_2: 15 / 0.0074
sky130_fd_sc_hd__o22ai_1: 18 / 0.011
sky130_fd_sc_hd__nand2_1: 59 / 0.022
## timing repair
| action | 4_1_cts |
|---|---|
| setup endpoints to repair | 3 |
| resized | 4 |
| endpoints found under the hold margin | 0 |
