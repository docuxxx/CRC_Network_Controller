`/design/flow/constraint.sdc`:
```
current_design Tx

set clk_period 6.1
set clk_io_pct 0.2

create_clock -name clk0 -period $clk_period [get_ports {CLOCK_50}]
create_clock -name clk1 -period $clk_period [get_ports {KEY}]

set non_clock_inputs [all_inputs -no_clocks]
set_input_delay [expr $clk_period * $clk_io_pct] -clock clk0 $non_clock_inputs
set_output_delay [expr $clk_period * $clk_io_pct] -clock clk0 [all_outputs]
```
`/design/flow/run.sh`:
```
#!/bin/bash
# OpenROAD 26Q1-2900-gdf79404cd8, Yosys 0.63+post, stock flow scripts
make -C /OpenROAD-flow-scripts/flow DESIGN_CONFIG=/design/flow/config.mk WORK_HOME=/design/flow/orfs finish
```
`/design/flow/config.mk`:
```
export PLATFORM = sky130hd
export DESIGN_NAME = Tx
export DESIGN_NICKNAME = Tx
export VERILOG_FILES = /design/flow/design.v
export SDC_FILE = /design/flow/constraint.sdc
export NUM_CORES = 4
export LEC_CHECK = 1
export CORE_UTILIZATION = 50
```
`/design/flow/design.v`:
```
module crc8_serial (clk, rst_n, clear, data_in, enable, crc_out);
    input wire clk; 
    input wire rst_n; 
    input wire clear; 
    input wire data_in; 
    input wire enable;
    output reg [7:0] crc_out;
    wire feedback;
    assign feedback = crc_out[7] ^ data_in;
    always @(posedge clk or negedge rst_n) begin
        if (!rst_n) 
            crc_out <= 8'd0;
        else begin
            if (clear) 
                crc_out <= 8'd0;
            else if (enable) begin
                if (feedback)
                    crc_out <= {crc_out[6:0], 1'b0} ^ 8'h07;
                else
                    crc_out <= {crc_out[6:0], 1'b0};
            end
        end
    end
endmodule
`timescale 1ns/10ps
module hex_decoder (A, HEX);
	input [3:0] A;
	output reg [0:6] HEX;
	always @(A)
	begin
		case (A)
			4'h0: HEX = 7'b0000001;  
			4'h1: HEX = 7'b1001111;  
			4'h2: HEX = 7'b0010010;  
			4'h3: HEX = 7'b0000110;  
			4'h4: HEX = 7'b1001100;  
			4'h5: HEX = 7'b0100100;  
 			4'h6: HEX = 7'b0100000;  
			4'h7: HEX = 7'b0001101;  
			4'h8: HEX = 7'b0000000;  
 			4'h9: HEX = 7'b0001100;  
			4'ha: HEX = 7'b0001000;  
			4'hb: HEX = 7'b1100000;  
			4'hc: HEX = 7'b0110001;  
			4'hd: HEX = 7'b1000010;  
			4'he: HEX = 7'b0110000;  
			4'hf: HEX = 7'b0111000;  
		default: HEX = 7'b1111111;  
		endcase
	end
endmodule
module Tx (CLOCK_50, KEY, SW, GPIO, LEDR, HEX0, HEX1, HEX2, HEX3, HEX4, HEX5);
    input CLOCK_50;
    input [1:0] KEY;
    input [9:0] SW;
    inout GPIO;
    output [9:0] LEDR;
    output [0:6] HEX0, HEX1, HEX2, HEX3, HEX4, HEX5;
    wire [135:0] w_packet;
    wire w_test_mode;
    wire w_transmitter_rst_n;
	reg [4:0] clk_divide;
    always @(posedge CLOCK_50)
        clk_divide <= clk_divide + 1;
    tx_input_register u_assembler (.load(KEY[0]), .mode(SW[9:8]), .data(SW[7:0]), 
    .tx_packet(w_packet), .test_mode(w_test_mode),
    .flag_status(LEDR[1:0]), .rst_out_n(w_transmitter_rst_n));
    tx_transmitter u_transmitter ( .clk(clk_divide[4]), .rst_n(w_transmitter_rst_n), 
    .tx_start(KEY[1]), .tx_packet(w_packet), .test_mode(w_test_mode),
    .tx_line(GPIO));
    hex_decoder h0 (.A(SW[3:0]), .HEX(HEX0));
    hex_decoder h1 (.A(SW[7:4]), .HEX(HEX1));
    hex_decoder h5 (.A({2'b00, SW[9:8]}), .HEX(HEX5));
    assign HEX2 = 7'b1111111;
    assign HEX3 = 7'b1111111;
    assign HEX4 = 7'b1111111;
    assign LEDR[2] = 1'b0;
    assign LEDR[8:4] = 5'd0;
	assign LEDR[9] = w_test_mode;
endmodule
module tx_input_register (load, mode, data, tx_packet, test_mode, flag_status, rst_out_n);
input load;  
input [1:0] mode;  
input [7:0] data;  
output reg [135:0] tx_packet;  
output reg test_mode;  
output [1:0] flag_status;
output wire rst_out_n;
assign rst_out_n = ~((mode == 2'b00) && (load == 1'b0));
reg [3:0] byte_ptr;  
reg [3:0] target_length;  
reg flag_header_done;  
reg flag_data_done;   
assign flag_status[1] = flag_header_done;  
assign flag_status[0] = flag_data_done;    
always @(negedge load) begin
        case (mode)
            2'b00: 
            begin
                tx_packet <= 136'd0;
                byte_ptr <= 4'd0;
                target_length <= 4'd0;
                test_mode <= 1'b0;
                flag_header_done <= 0;
                flag_data_done <= 0;
            end
            2'b01: 
            begin
                tx_packet[135:134] <= data[7:6];  
                tx_packet[133:132] <= data[5:4];  
                tx_packet[131:128] <= data[3:0];  
                target_length <= data[3:0];       
                byte_ptr <= 4'd0;            
                flag_header_done <= 1;  
            end
            2'b10: 
            begin
                case (byte_ptr)
                    4'd0:  tx_packet[127:120] <= data;
                    4'd1:  tx_packet[119:112] <= data;
                    4'd2:  tx_packet[111:104] <= data;
                    4'd3:  tx_packet[103:96] <= data;
                    4'd4:  tx_packet[95:88] <= data;
                    4'd5:  tx_packet[87:80] <= data;
                    4'd6:  tx_packet[79:72] <= data;
                    4'd7:  tx_packet[71:64] <= data;
                    4'd8:  tx_packet[63:56] <= data;
                    4'd9:  tx_packet[55:48] <= data;
                    4'd10: tx_packet[47:40] <= data;
                    4'd11: tx_packet[39:32] <= data;
                    4'd12: tx_packet[31:24] <= data;
                    4'd13: tx_packet[23:16] <= data;
                    4'd14: tx_packet[15:8] <= data;
                    4'd15: tx_packet[7:0] <= data;
                endcase
                if (byte_ptr < 15)
                begin
                    byte_ptr <= byte_ptr + 1;
                end
                if ((byte_ptr) == target_length) 
                begin
                    flag_data_done <= 1;  
                end
            end
            2'b11: 
            begin
                test_mode <= 1; 
            end
        endcase
    end
endmodule
module tx_transmitter (clk, rst_n, tx_start, tx_packet, tx_line, test_mode);
    input clk;
    input rst_n;
    input tx_start;
    input [135:0] tx_packet;
    input test_mode;
    output reg tx_line;
    parameter S_IDLE = 3'b000;
    parameter S_PREAMBLE = 3'b001;
    parameter S_SFD = 3'b010;
    parameter S_HEADER = 3'b011;
    parameter S_DATA = 3'b100;
    parameter S_CRC = 3'b101;
    parameter [15:0] PREAMBLE_PATTERN = 16'b1010101010101010;
    parameter [7:0] SFD_PATTERN = 8'b10101011;
    reg [2:0] state;
    reg [7:0] bit_cnt;
    reg [15:0] preamble_reg;
    reg [7:0] sfd_reg;
    reg [7:0] tx_header;       
    reg [127:0] shift_reg;      
    reg [7:0] crc_reg;         
    reg [3:0] packet_len;      
    wire [15:0] preamble_next;
    wire [7:0] sfd_next;
    wire [7:0] tx_header_next;
    wire [127:0] shift_reg_next;
    wire [7:0] crc_next;       
    assign preamble_next = {preamble_reg[14:0], 1'b0};
    assign sfd_next = {sfd_reg[6:0], 1'b0};
    assign tx_header_next = {tx_header[6:0], 1'b0};
    assign shift_reg_next = {shift_reg[126:0], 1'b0};
    assign crc_next = {crc_reg[6:0], 1'b0};  
    wire [7:0] crc_calc;
    wire crc_in;
    wire crc_en;             
    reg crc_clear;
    assign crc_in = shift_reg[127];  
    assign crc_en = (state == S_DATA); 
    crc8_serial u_crc_tx (.clk(clk), .rst_n(rst_n), .clear(crc_clear),
    .data_in(crc_in), .enable(crc_en),.crc_out(crc_calc));
    always @(posedge clk or negedge rst_n)
    begin
        if (!rst_n)
        begin
            state <= S_IDLE;
            bit_cnt <= 8'd0;
            tx_line <= 1'b0;
            preamble_reg <= 16'd0;
            sfd_reg <= 8'd0;
            tx_header <= 8'd0;
            shift_reg <= 128'd0;
            crc_reg <= 8'd0;   
            packet_len <= 4'd0;
            crc_clear <= 1'b1;
        end
        else
        begin
            crc_clear <= 1'b0;
            case (state)
                S_IDLE:
                begin
                    tx_line <= 1'b0;
                    bit_cnt <= 8'd0;
                    crc_clear <= 1'b1; 
                    if (!tx_start)
                    begin
                        state <= S_PREAMBLE;
                        preamble_reg <= PREAMBLE_PATTERN;
                        sfd_reg <= SFD_PATTERN;
                        tx_header <= tx_packet[135:128];  
                        packet_len <= tx_packet[131:128];  
                        shift_reg <= tx_packet[127:0];    
                    end
                end
                S_PREAMBLE:
                begin
                    tx_line <= preamble_reg[15];  
                    preamble_reg <= preamble_next;
                    if (bit_cnt == 15) 
                    begin 
                        state <= S_SFD;
                        bit_cnt <= 0; 
                    end
                    else 
                        bit_cnt <= bit_cnt + 1;
                end
                S_SFD:
                begin
                    tx_line <= sfd_reg[7];  
                    sfd_reg <= sfd_next;
                    if (bit_cnt == 7)
                    begin
                        state <= S_HEADER;
                        bit_cnt <= 0;
                    end
                    else 
                        bit_cnt <= bit_cnt + 1;
                end
                S_HEADER:
                begin
                    tx_line <= tx_header[7];  
                    tx_header <= tx_header_next;
                    if (bit_cnt == 7)
                    begin
                        state <= S_DATA;
                        bit_cnt <= 0;
                    end
                    else 
                        bit_cnt <= bit_cnt + 1;
                end
                S_DATA:
                begin
                    if (test_mode && (bit_cnt == 0))
                        tx_line <= ~shift_reg[127];
                    else
                        tx_line <= shift_reg[127];
                    shift_reg <= shift_reg_next;
                    if (bit_cnt == ((packet_len + 1) * 8) - 1)
                    begin
                        state <= S_CRC;
                        bit_cnt <= 0;
                    end
                    else 
                        bit_cnt <= bit_cnt + 1;
                end
                S_CRC:
                begin
                    if (bit_cnt == 0) 
                    begin
                        tx_line <= crc_calc[7];
                        crc_reg <= {crc_calc[6:0], 1'b0};
                    end
                    else 
                    begin
                        tx_line <= crc_reg[7];
                        crc_reg <= crc_next;
                    end
                    if (bit_cnt == 7)
                    begin
                        state <= S_IDLE;
                        bit_cnt <= 0;
                    end
                    else 
                        bit_cnt <= bit_cnt + 1;
                end
                default: state <= S_IDLE;
            endcase
        end
    end
endmodule
```
==> results.json <==
{
  "ctsHoldBuffers": 0,
  "die_x_um": 171.9,
  "die_h_um": 171.9,
  "status": "aborted with a tool error",
  "cts_resized": 0,
  "ys_warn_count": 6,
  "routabilityCongestion": 0.8135,
  "dp_hpwl_um": 16800,
  "simple_gate_share_pct": 8.418,
  "ys_chip_area_um2": 14430,
  "ys_top_logic_family": "multiplexers",
  "ys_seq_share_pct": 64.10,
  "syn_area_per_cell_um2": 12.25,
  "io_buffers": 33,
  "yosysTopAreaCell": "dfrtp_1",
  "dp_cells": 1560,
  "pin_count": 66,
  "topCellsByArea": "dfrtp_1 33%, edfxtp_1 30%, mux2i_1 9.9%",
  "syn_area_um2": 14430,
  "unclocked_regs": 194,
  "async_flop_share_pct": 56.73,
  "synth-edff-count": 143,
  "fp-utilization_pct": 51.39,
  "synthDistinctLibCells": 52,
  "num_rows": 61,
  "aoi_share_pct": 9.788,
  "yosys_cells": 1178,
  "lastStage": "clock tree synthesis",
  "adder_share_pct": 1.994,
  "post_cts_buffers": 0,
  "synth.cellmix.xorXnorShare_pct": 1.274,
  "flop_cell": "dfrtp_1",
  "mux_share_pct": 10.26,
  "unconstrained_endpoints": 195,
  "synth_cells": 1178,
  "stop_error": "[error] [KeplerFormal.cpp:679] Workflow failed: Iso has multiple drivers: .GPIO0, GPIO$_DFFE_PP0P_.Q0",
  "top_cell_area_share_pct": 33.29,
  "ys.flops": 342
}
through the flow:
stage          total power, mW  utilization, %  setup WS, ps  setup TNS, ps  cell area [um^2]
2_1_floorplan            1.539               -         179.2              0             14530
3_3_place_gp             1.624           54.32        -47.57          -1305             15260
3_5_place_dp             1.623           54.32        -101.4          -2709             15260
synthesized netlist by cell type (2+ instances only):
cell and number:
dfrtp_1 192, nand2_1 164, o21ai_0 162, edfxtp_1 143
mux2i_1 143, clkbuf_1 54, nor2_1 48, buf_4 34
inv_1 24, ha_1 23, and2_1 20, nand3_1 17
a21oi_1 15, o22a_1 13, xnor2_1 12, a22o_1 11
o22ai_1 10, xor2_1 9, buf_1 8, o31ai_1 8
nand2b_1 7, a32o_1 5, dfxtp_1 5, o2111ai_1 5
nor2b_1 4, mux2_2 3, nor3_1 3, o21a_1 3
or2_2 3, or3_1 3, a211oi_1 2, conb_1 2
dfstp_2 2, o2bb2ai_1 2, or3b_2 2
cells by family after synthesis:
group | after synthesis
xor gates and xnor gates | 21
muxes | 147
and+or+nand+nor | 279
buffers and inverters | 122
AOI/OAI and AO/OA | 242
DFF | 342
adders and majority gates | 23
other | 2
Power figures rest on the tool's default switching activity, not on a simulated workload.
